### flow/design.v
module div4_clk
(
	i_clk,
	i_rst_n,
	o_gen_clk
);
	input i_clk;
	input i_rst_n;
	output o_gen_clk;
	reg div4_count;
	reg r_gen_clk;
	assign o_gen_clk = r_gen_clk;
	always @(posedge i_clk or negedge i_rst_n)
	begin
		if (~i_rst_n)
		begin
			div4_count <= 1;
		end
		else if (div4_count == 0)
		begin
			div4_count <= 1;
		end
		else
		begin
			div4_count <= div4_count - 1;
		end
	end
	always @(posedge i_clk or negedge i_rst_n)
	begin
		if (~i_rst_n)
		begin
			r_gen_clk <= 0;
		end
		else if (div4_count == 0)
		begin
			r_gen_clk <= ~r_gen_clk;
		end
	end	
endmodule
module div64_clk
(
	i_clk,
	i_rst_n,
	o_gen_clk
);
	input i_clk;
	input i_rst_n;
	output o_gen_clk;
	reg [4:0] div64_count;
	reg r_gen_clk;
	assign o_gen_clk = r_gen_clk;
	always @(posedge i_clk or negedge i_rst_n)
	begin
		if (~i_rst_n)
		begin
			div64_count <= 31;
		end
		else if (div64_count == 0)
		begin
			div64_count <= 31;
		end
		else
		begin
			div64_count <= div64_count - 1;
		end
	end
	always @(posedge i_clk or negedge i_rst_n)
	begin
		if (~i_rst_n)
		begin
			r_gen_clk <= 0;
		end
		else if (div64_count == 0)
		begin
			r_gen_clk <= ~r_gen_clk;
		end
	end
endmodule
module div2_clk
(
	i_clk,
	i_rst_n,
	o_gen_clk
);			
	input i_clk;
	input i_rst_n;
	output o_gen_clk;
	reg div2_count;
	reg r_gen_clk;
	assign o_gen_clk = r_gen_clk;
	always @(posedge i_clk or negedge i_rst_n)
	begin
		if (~i_rst_n)
		begin
			div2_count <= 1;
		end
		else
		begin
			div2_count <= ~div2_count;
		end
	end
	always @(posedge i_clk or negedge i_rst_n)
	begin
		if (~i_rst_n)
		begin
			r_gen_clk <= 0;
		end
		else if (div2_count == 0)
		begin
			r_gen_clk <= ~r_gen_clk;
		end
	end
endmodule
### flow/run.sh
#!/bin/bash
# OpenROAD 26Q1-2900-gdf79404cd8, Yosys 0.63+post, stock flow scripts
make -C /OpenROAD-flow-scripts/flow DESIGN_CONFIG=/design/flow/config.mk WORK_HOME=/design/flow/orfs finish
### flow/config.mk
export PLATFORM = sky130hd
export DESIGN_NAME = div64_clk
export DESIGN_NICKNAME = div64_clk
export VERILOG_FILES = /design/flow/design.v
export SDC_FILE = /design/flow/constraint.sdc
export NUM_CORES = 4
export LEC_CHECK = 1
export CORE_AREA = 10 10 70 70
export DIE_AREA = 0 0 80 80
### flow/constraint.sdc
current_design div64_clk

set clk_period 1.7
set clk_io_pct 0.2

create_clock -name clk0 -period $clk_period [get_ports {i_clk}]

set non_clock_inputs [all_inputs -no_clocks]
set_input_delay [expr $clk_period * $clk_io_pct] -clock clk0 $non_clock_inputs
set_output_delay [expr $clk_period * $clk_io_pct] -clock clk0 [all_outputs]
==> qor.json <==
{
  "globalRouteOverflowTotal": {"value": 0},
  "clock_sink_count": {"value": 6},
  "worstPathMaxFanout": {"value": 2},
  "route.final.wire_length": {"value": 394, "unit": "microns"},
  "hold_viol": {"value": 0},
  "postCtsHoldBufs": {"value": 0},
  "run_status": {"value": "complete, no violations"},
  "cts_made_buffers": {"value": 3},
  "post_cts_resize_count": {"value": 0},
  "crit_start": {"value": "r_gen_clk$_DFFE_PN0N_"},
  "final_cell_count_no_fill": {"value": 73},
  "worst_setup_hold_path_clk_slew": {"value": 0.04, "unit": "ns"},
  "warning_count": {"value": 25},
  "worst-path-buf-inv": {"value": 1},
  "number_of_global_route_vias_before_repair": {"value": 193},
  "layout.core_utilization": {"value": 10.59, "unit": "%"},
  "detailroute.via_count": {"value": 155},
  "setup_viol": {"value": 0},
  "static_leak": {"value": 0.1512, "unit": "nW"},
  "fin_tns_setup": {"value": 0, "unit": "ns"},
  "final-max-slew-violation-count": {"value": 0},
  "yosysUniqueCellTypes": {"value": 10},
  "htree_levels": {"value": 1},
  "worst_clock_skew": {"value": 0.001008, "unit": "ns"},
  "netlist.area_leader.share": {"value": 50.97, "unit": "%"},
  "cts_tree": {"value": "yes"},
  "dr.first_iter.drc_count": {"value": 6},
  "area_growth": {"value": 40.29, "unit": "%"},
  "netlist.top_cell.by_area": {"value": "dfstp_2"},
  "crit_path_end_kind": {"value": "output pin"},
  "grt_setup_unrepaired": {"value": "no"},
  "firstDrtPassIters": {"value": 3},
  "final_min_period_over_clock_period": {"value": 83.26, "unit": "%"},
  "drc": {"value": 0},
  "antenna-diode-count": {"value": 0},
  "root_buffer": {"value": "clkbuf_4"},
  "worst_pin_slew": {"value": 0.2555, "unit": "ns"},
  "hold_ws": {"value": 0.3313, "unit": "ns"},
  "synthesized_flop_and_latch_total": {"value": 6},
  "worstSetupStartpointType": {"value": "flip-flop"},
  "global_route_wire_length_before_repair": {"value": 793, "unit": "microns"},
  "yosysWarnings": {"value": 1},
  "die-height": {"value": 80, "unit": "microns"},
  "postRouteAntennaNets": {"value": 0},
  "fp_util": {"value": 7.546, "unit": "%"},
  "post_route_cells_drive_above_1_share": {"value": 33.33, "unit": "%"},
  "grt_antenna_before_repair": {"value": 0},
  "post_drt_wl_per_cell": {"value": 5.397, "unit": "microns"},
  "cap_viol_max_count": {"value": 0},
  "critical-path-slowest-cell": {"value": "clkdlybuf4s50_1"},
  "cts.repair_timing.setup_buffer_count": {"value": 0},
  "io_buffers": {"value": 2},
  "gpl.final_weighted_congestion": {"value": 0.6809},
  "crit_type": {"value": "flip-flop to output pin"},
  "required": {"value": 1.36, "unit": "ns"},
  "synth-seq-area-share": {"value": 60.68, "unit": "%"},
  "groute.usage.overall": {"value": 1.419, "unit": "%"},
  "max_clock_freq": {"value": 706.5, "unit": "MHz"},
  "chipArea": {"value": 6400, "unit": "sq um"},
  "ys_area": {"value": 257.7, "unit": "sq um"},
  "crit_path_cell_trace": {"value": "clkdlybuf4s50_1"},
  "final_area": {"value": 361.6, "unit": "sq um"},
  "dp_hpwl": {"value": 302.8, "unit": "microns"},
  "post_synth_main_area_contributors": {"value": "dfstp_2 (51%), dfrtp_1 (9.7%), nand2b_1 (7.3%)"},
  "rows": {"value": 21},
  "top_level_ports": {"value": 3},
  "detailed_place.area": {"value": 335.3, "unit": "sq um"},
  "power.ir.vdd_worst": {"value": 0.09277, "unit": "mV"},
  "fin_crit": {"value": 1.415, "unit": "ns"},
  "netlist_area": {"value": 257.7, "unit": "sq um"},
  "floorplan.die.width": {"value": 80, "unit": "microns"},
  "timing.slew.headroom": {"value": 82.91, "unit": "%"},
  "crit_family": {"value": "buffers and inverters"},
  "post_synthesis_instance_total": {"value": 21},
  "critical-path-max-stage-delay": {"value": 0.47, "unit": "ns"},
  "worst-endpoint-arrival": {"value": 1.08, "unit": "ns"},
  "min-delay-path-class": {"value": "input port to async pin"},
  "synth_stat.cells": {"value": 21},
  "vias_per_cell": {"value": 2.123},
  "clock_latency": {"value": 0.24, "unit": "ns"},
  "r2r_start": {"value": "div64_count[0]$_DFF_PN1_"},
  "pin_count_of_the_biggest_net_entering_global_routing": {"value": 7},
  "syn_area_per_cell": {"value": 12.27, "unit": "sq um"},
  "cts_buffer_depth": {"value": 2},
  "numPlacedInstances": {"value": 69},
  "powerDensity": {"value": 795.3, "unit": "nW/um^2"},
  "floorplan.core_area": {"value": 3416, "unit": "sq um"}
}
final timing paths:
path                                            end  slack [ns]  depth (start not counted)
max                                       o_gen_clk        0.28                          1
min                           r_gen_clk$_DFFE_PN0N_        0.33                          1
max reg2reg                   r_gen_clk$_DFFE_PN0N_        0.45                          5
min reg2reg                div64_count[0]$_DFF_PN1_        0.47                          1
max in group asynchronous  div64_count[2]$_DFF_PN1_        1.10                          1
min in group clk0          div64_count[0]$_DFF_PN1_        0.47                          1
logic make-up after synthesis:
| group | share of synthesized area [%] |
|---|---|
| xor+xnor | 6.797 |
| buf+inv | 5.824 |
| flops | 60.68 |
| simple gates | 11.17 |
| compound gates | 10.68 |
| fa+ha+maj | 4.854 |
per-stage QoR:
stage	total power [mW]	worst slack, ns
4_1_cts	0.2954	0.2639
6_report	0.2876	0.2846
3_3_place_gp	0.1502	0.4574
2_1_floorplan	0.1456	0.5141
3_5_place_dp	0.1505	0.4475
5_1_grt	0.3066	0.2281
synthesized netlist by cell type, drive strengths merged:
cell and count:
dfstp 5, ha 1, xor2 2, nand2b 3, o21ai 1, a22oi 1, dfrtp 1, nor3 1
o31ai 2, inv 4
registers in the layout, indices dropped and copies added (netlist names):
name and cells:
r_gen_clk 1, div64_count 5
cell usage in the layout, fill, tap and decap left out:
master / instances
clkdlybuf4s50_1: 2
clkbuf_4: 3
a22oi_1: 1
clkbuf_1: 1
dfrtp_1: 1
xor2_1: 2
inv_1: 4
o21ai_0: 1
dfstp_2: 5
ha_1: 1
o31ai_1: 2
nor3_2: 1
nand2b_1: 3
where the power goes:
part	switching (mW)	leakage, nW	total (mW)	internal [mW]
registers	0	0.0686	0.144	0.144
logic	0.00245	0.0676	0.00450	0.00204
clock network	0.0504	0.0150	0.139	0.0889
total	0.0529	0.151	0.288	0.235
cell type report:
| cell class | instances | area, sq um |
|---|---|---|
| Timing Repair Buffer | 2 | 20.02 |
| Clock buffer | 4 | 26.28 |
| Tap cell | 46 | 57.56 |
| Fill cell | 399 | 3054 |
| Multi-Input combinational cell | 11 | 86.33 |
| Inverter | 4 | 15.01 |
| Sequential cell | 6 | 156.4 |
metal layers:
layer	part of all wire [%]	wire length (microns)	GRT usage [%]
met5	0	0	0
met4	0	0	1.056
met3	0	0	0.2273
met2	56	219	2.087
met1	44	175	1.818
No activity file was given, so power comes from the tool's default toggle rates.
